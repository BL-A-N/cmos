$ cat /design/flow/design.v
module GP(A,B,G,P);
input [3:0] A,B;
output [3:0] G,P;
assign P = A^B;
assign G = A&B;
endmodule
module Group_GP(G,P,group_g,group_p);
input [3:0] G,P;
output group_p,group_g;
assign group_p= P[0] & P[1] & P[2] & P[3];
assign group_g= G[3] | G[2] & P[3] | G[1] & P[3] & P[2] | G[0] & P[3] & P[2] & P[1];
endmodule
module PG_RCA(G,P,S,CIN);
input [3:0] G,P;
input CIN;
output [3:0] S;
assign S[0] = P[0] ^ CIN;
assign S[1] = P[1] ^  (G[0] | P[0] & CIN);
assign S[2] = P[2] ^ (G[1] | G[0] & P[1] | CIN & P[1] & P[0]);
assign S[3] = P[3] ^ (G[2] | G[1] & P[2] | P[2] & P[1] & G[0] | P[2] & P[1] & P[0] & CIN);
endmodule
module add8(A,B,CIN,OUT,COUT);
input CIN;
input [7:0] A,B;
output [7:0] OUT;
output COUT;
wire [7:0] G,P;
wire g4_1, g8_5;
wire p4_1, p8_5;
wire c4;
GP GP1(A[3:0], B[3:0], G[3:0], P[3:0]);
GP GP2(A[7:4], B[7:4], G[7:4], P[7:4]);
Group_GP Group_GP1 (G[3:0], P[3:0], g4_1, p4_1);
Group_GP Group_GP2 (G[7:4], P[7:4], g8_5, p8_5);
assign c4= g4_1 | p4_1 & CIN;
assign COUT = g8_5 | p8_5 & c4;
PG_RCA PG_RCA1(G[3:0], P[3:0], OUT [3:0], CIN);
PG_RCA PG_RCA2(G[7:4], P[7:4], OUT [7:4], c4);
endmodule
$ cat /design/flow/run.sh
#!/bin/bash
# OpenROAD 26Q1-2900-gdf79404cd8, Yosys 0.63+post, stock flow scripts
make -C /OpenROAD-flow-scripts/flow DESIGN_CONFIG=/design/flow/config.mk WORK_HOME=/design/flow/orfs finish
$ cat /design/flow/config.mk
export PLATFORM = sky130hd
export DESIGN_NAME = add8
export DESIGN_NICKNAME = add8
export VERILOG_FILES = /design/flow/design.v
export SDC_FILE = /design/flow/constraint.sdc
export NUM_CORES = 4
export LEC_CHECK = 1
export CORE_AREA = 10 10 70 70
export DIE_AREA = 0 0 80 80
$ cat /design/flow/constraint.sdc
current_design add8

set clk_period 3.7
set clk_io_pct 0.2

create_clock -name clk0 -period $clk_period

set non_clock_inputs [all_inputs -no_clocks]
set_input_delay [expr $clk_period * $clk_io_pct] -clock clk0 $non_clock_inputs
set_output_delay [expr $clk_period * $clk_io_pct] -clock clk0 [all_outputs]
==> flow_summary.json <==
{
  "status": "complete, no violations",
  "totalWireLength_um": 1120,
  "critical_path_arrival_ns": 2.84,
  "p_per_area_mw_per_mm2": 153,
  "topCombFamilyByArea": "adder cells",
  "routedWlPerCell_um": 9.53,
  "netlist_area_um2": 318,
  "cpLargestDelayFamily": "adder cells",
  "yosys.area.top_type": "ha_1",
  "netlist_instances": 36,
  "clkbuf_count": 0,
  "synth_seq_share_pct": 0,
  "slew_headroom_pct": 85.9,
  "crit_type": "in -> out",
  "top_cell": "ha_1",
  "cp_cell_sequence": "dlygate4sd2_1 > ha_1 > a21o_1 > a221o_2 > buf_4 > or2_4 > fa_2 > xor2_1 > clkdlybuf4s15_1",
  "fin_crit_sh_pct": 96.8,
  "grt_overflow": 0,
  "grt_max_degree": 4,
  "hold_start": "A[3]",
  "grt_pass1_vias": 417,
  "std_cell_rows": 21,
  "ys_sh_xor_pct": 13.8,
  "ios": 26,
  "layout.cells.non_filler": 117,
  "ys_types": 19,
  "area.sequential_um2": 0,
  "drcViolationCount": 0,
  "crit_start": "B[0]",
  "hold_depth": 5,
  "fp.dieH_um": 80,
  "total_power_mw": 0.115,
  "design.seq.count": 0,
  "fillers": 377,
  "port_buffers": 26,
  "yosys_warnings": 0,
  "grt_pass1_wl_um": 1770,
  "core_area_mm2": 0.00342,
  "common_cells": "ha_1, inv_1, xnor2_1",
  "area_delta_synth_final_pct": 137,
  "yosys_area_um2": 318,
  "synth.cellmix.adderShare_pct": 44.1,
  "via_per_inst": 3.26,
  "dp_cells": 112,
  "leakagePower_nw": 0.392,
  "rsz0062_at_grt": "no",
  "setup_viol": 0,
  "vdd_drop_max_uv": 21.3,
  "fmax_mhz": 279,
  "antenna_found_initial": 0,
  "finalSetupTns_ns": 0,
  "worst-path-stages": 9,
  "cp_max_fo": 2,
  "mux_area_share_pct": 0,
  "ys_cells": 36,
  "critPathMaxStageDelay_ns": 0.35,
  "grt_usage_pct": 3.31,
  "dp_hpwl_um": 1050,
  "worstHoldPathType": "in -> out",
  "slowest_stage": "fa_2",
  "place.gp.congestion": 0.711,
  "top_cell_area_share_pct": 31.5,
  "critPathRequiredTime_ns": 2.96,
  "slew_violations": 0,
  "cp-start-kind": "input port",
  "worstMarginPinSlew_ns": 0.211,
  "die_area_mm2": 0.00640,
  "syn_avg_cell_area_um2": 8.83,
  "final.min_clock_period_ns": 3.58,
  "drtIter0Drc": 3,
  "hold_violations": 0,
  "aoi_share_pct": 24.0,
  "path_buffers": 3,
  "warnings": 33,
  "drive_above_1_share_pct": 26.8,
  "die_w_um": 80,
  "ys_sh_simple_pct": 12.2,
  "drtAntennaViolNets": 0,
  "maxCapViolCount": 0,
  "fp_util_pct": 9.30,
  "firstDrtPassIters": 2,
  "insertedDiodeCount": 0,
  "yosys-top-cells-area": "ha_1, fa_1, xnor2_1",
  "worst_setup_path_end_kind": "output port",
  "vias": 382
}
==> final cells by class <==
type | instances | area (µm²) | area share (%)
tap | 46 | 57.6 | 7.65
inverter | 5 | 18.8 | 2.50
timing repair buffer | 35 | 337 | 44.8
multi-input combinational | 31 | 339 | 45.1
==> cells in the final DEF (no fill, tap or decap), drive strengths merged <==
| cell | instances |
|---|---|
| clkdlybuf4s50 | 13 |
| buf | 10 |
| ha | 8 |
| dlymetal6s2s | 6 |
| inv | 5 |
| dlygate4sd2 | 4 |
| xnor2 | 3 |
| a21o | 2 |
| xor2 | 2 |
| o21a | 2 |
| clkdlybuf4s15 | 2 |
| and3 | 2 |
| or2 | 2 |
| fa | 2 |
| a21oi | 1 |
| a221o | 1 |
| nor2 | 1 |
| o21ai | 1 |
| and2b | 1 |
| a211o | 1 |
| o22ai | 1 |
| o22a | 1 |
==> power breakdown <==
part	internal (mW)	leakage [nW]	total [mW]	switching (mW)
logic	0.0794	0.392	0.115	0.0355
registers	0	0	0	0
clock network	0	0	0	0
==> timing repair <==
item                       4_1_cts  5_1_grt
hold buffers                     0        0
pin swaps                        7        6
setup endpoints to repair        5        4
gates resized                   14       10
setup buffers                    4        1
==> through the flow <==
step                instance area, µm²  util (%)  hold WS (ns)  setup WS [ns]
detailed placement                 666      19.5          2.58         -0.419
finish                             752      22.0          2.13          0.117
global placement                   666      19.5          2.57         -0.384
global route                       752      22.0          2.18         0.0209
floorplan                          318         -          1.59          0.570
CTS                                702      20.5          2.30         -0.112
==> tightest hold or removal path, stage by stage <==
cell and delay [ns]:
dlymetal6s2s_1 0.12, ha_4 0.14, or2_4 0.11, fa_2 0.18, buf_2 0.09
==> cells by family after synthesis <==
family,count (synthesis)
AND-OR/OR-AND,10
AND/OR/NAND/NOR,6
XOR/XNOR,5
buffers and inverters,5
adder cells (fa/ha/maj),10
==> path summary, 6_finish.rpt <==
path	slack [ns]	end
setup / recovery	0.12	OUT[5]
hold / removal	2.13	OUT[4]
==> layer usage <==
layer  wire, µm  vias up  part of all wire (%)  track usage, %
met5          0        -                     0               0
met4          0        0                     0               0
met3         32        0                   2.9           0.455
met2        694        6                    62            7.30
met1        388      177                    35            3.19
li1           -      199                     -               -
No activity file was given, so power comes from the tool's default toggle rates.
