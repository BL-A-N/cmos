==> design/flow/design.v <==
module fa(sum,cout,a,b,cin);
  input a,b,cin;
  output sum,cout;
  assign sum=a^b^cin;
  assign cout=(a&b)|(b&cin)|(cin&a);
endmodule 
module fa4(sum,cout,a,b,cin);
  output reg [3:0] sum;
  output cout;
  input [3:0] a,b;
  input cin;
  wire s1,s2,s3;
  fa fa1(sum[0],s1,a[0],b[0],cin);
  fa fa2(sum[1],s2,a[1],b[1],s1);
  fa fa3(sum[2],s3,a[2],b[2],s2);
  fa fa4(sum[3],cout,a[3],b[3],s3);
endmodule 
module fa8(sum,cout,a,b,cin);
  output reg [7:0] sum;
  output cout;
  input [7:0] a,b;
  input cin;
  wire w;
  fa4 f1(sum [3:0], w, a[3:0], b[3:0], cin);
  fa4 f2(sum [7:4], cout, a[7:4], b[7:4],w);
endmodule 
module add32(clk,a,b,sum);
  input clk;
  input [31:0] a,b;
  output reg [31:0] sum;
  always @(posedge clk) begin 
    sum = a + b;
  end 
endmodule 
==> design/flow/run.sh <==
#!/bin/bash
# OpenROAD 26Q1-2900-gdf79404cd8, Yosys 0.63+post, stock flow scripts
make -C /OpenROAD-flow-scripts/flow DESIGN_CONFIG=/design/flow/config.mk WORK_HOME=/design/flow/orfs finish
==> design/flow/config.mk <==
export PLATFORM = sky130hd
export DESIGN_NAME = add32
export DESIGN_NICKNAME = add32
export VERILOG_FILES = /design/flow/design.v
export SDC_FILE = /design/flow/constraint.sdc
export NUM_CORES = 4
export LEC_CHECK = 1
export CORE_AREA = 10 10 108 108
export DIE_AREA = 0 0 118 118
==> design/flow/constraint.sdc <==
current_design add32

set clk_period 12.5
set clk_io_pct 0.2

create_clock -name clk0 -period $clk_period [get_ports {clk}]

set non_clock_inputs [all_inputs -no_clocks]
set_input_delay [expr $clk_period * $clk_io_pct] -clock clk0 $non_clock_inputs
set_output_delay [expr $clk_period * $clk_io_pct] -clock clk0 [all_outputs]
==> out/results.ini <==
[clock_network]
htree_num_levels=2
cts_resized=0
post_cts.repair.setup_buffers=0
clock-sinks=32
tritoncts=done
cts_buffer_depth=2
numCtsBuffers=5
clk_pin_slew_ns=0.07
root_buffer=clkbuf_8
cts_hold_buf=0

[route]
diodes=0
dr.first_iter.drc_count=90
routedWlPerCell_um=13.83
vias=2299
totalWireLength_mm=6.830
viasPerCell=4.654
drcViolationCount=0
firstDrtPassIters=4
drtAntennaViolNets=0

[setup_path]
startpoint=a[24]
crit_path_start_kind=primary input
worstPathMaxFanout=10
critical-path-max-stage-delay_ns=0.53
path_class=in2reg
crit_path_end_kind=register
cp.required_ns=12.67
arrival_ns=4.94
crit_slowest_cell=a2111oi_0
cp_common_cell=a21oi_1
path_cells=clkdlybuf4s50_1, ha_1, a21oi_1, o21bai_1, a21oi_1, nor2_1, a2111oi_0, o21ai_0, or3_1

[logic_synthesis]
mux_area_share_pct=0.8381
synthTopLogicFamily=AND-OR/OR-AND gates
synth-edff-count=0
yosys-stat-cells=272
netlist_area_mm2=0.002389
netlist_instances=272
ys_seq_share_pct=26.82
synthFlopType=dfxtp_1
async_flop_share_pct=0
avgSynthCellArea_um2=8.781
ys.warnings.count=1
ys_types=52
aoi_share_pct=29.02
fa_ha_area_share_pct=17.08
synthSimpleGateAreaFrac_pct=13.25
yosys_area_mm2=0.002389
synth_flops=32
synthXorXnorAreaFrac_pct=10.27

[global_routing]
grt_pass1_wl_mm=11.31
grt_overflow=0
antenna_found_initial=0
grt_use_total_pct=9.623
grt_max_degree=11
first_global_vias=2298

[timing]
fin_setup_tns_ns=0
rsz0062_at_grt=no
finalSetupViolations=0
period_needed_ns=4.773
slew_headroom_pct=61.45
finalCritPeriodShare_pct=38.19
tightest_slew_ns=0.5637
hold_viol=0
maxSlewViolCount=0
clock.fmax_mhz=209.5

[job]
drv_cap=0
warning_count=25

[min_path]
hold_start=b[0]
min-delay-path-class=in2reg

[final_layout]
syn2layout_area_growth_pct=49.24
largest_reg_flops=32
layout-drive-gt1-share_pct=4.110

[floorplan]
io_pins=97
fp_util_pct=25.73
coreArea_mm2=0.009284
die_y_um=118
die_x_um=118
chip_area_mm2=0.01392
rows=35

[placed_design]
place_hpwl_mm=5.829
gp_congestion=0.8465
numPortBuffers=96

[run_status]
status=finished clean

[power]
p_leak_uw=0.001503
ir_drop_uv=47.15
powerDensity_mw_per_mm2=104.7
finalPower_uw=373.2

## metrics by stage
stage	util, %	instances	hold WS [ns]	setup slack, ns	area (µm²)
after floorplan	-	272	2.620	8.076	2389
after global placement	37.36	487	3.112	7.502	3468
after detailed placement	37.36	487	3.105	7.431	3468
after CTS	38.40	494	2.817	7.733	3565
after global routing	38.40	494	2.815	7.607	3565
final	38.40	494	2.824	7.727	3565
## area by class of cell
type                       count  area, µm²
fill                         955       5719
tap                          129      161.4
sequential                    32      640.6
clock buffer                   7      96.34
multi-input combinational    224       1683
inverter                       6      22.52
timing repair buffer          96      960.9
## layer usage
metal / GRT usage [%] / vias up / wire length, µm
li1: - / 1199 / -
met1: 12.22 / 1030 / 3148
met2: 16.47 / 66 / 3265
met3: 2.722 / 4 / 377
met4: 0.7728 / 0 / 39
met5: 0 / - / 0
## where the power goes
group          internal (µW)  total, µW  switching, µW
Clock                   49.0       86.7           37.7
Sequential               125        131           6.10
Combinational           93.6        155           61.7
Total                    268        373            105
## synthesized netlist by cell type, types with 4 or more instances
library cell	number	share of area (%)
nor3_1	4	0.84
ha_1	31	16
xor2_1	15	5.5
nand4_1	7	1.8
inv_1	5	0.79
a21o_1	19	6.0
clkbuf_1	6	0.94
nand2_1	19	3.0
o21bai_1	4	1.3
dfxtp_1	32	27
o21ai_0	7	1.5
nor2_1	12	1.9
a21oi_1	29	6.1
buf_2	4	0.84
o21ai_1	7	1.5
xnor2_1	13	4.8
nand3_1	10	2.1
## critical path: cells and delay by family
family	cells	cell delay, ns
fa+ha+maj	1	0.43
compound gates	5	1.17
simple gates	2	0.45
buf+inv	1	0.40
## layout by cell type (no fill, tap or decap), types with 3 or more instances in the layout
master	netlist	layout
nor3_1	4	4
inv_1	5	5
nand2_1	19	19
ha_1	31	31
a21oi_1	29	29
xnor2_1	13	13
o21bai_1	4	4
xor2_1	15	15
a31oi_1	3	3
a211oi_1	3	3
o21ai_0	7	7
clkbuf_8	0	7
nor2_1	12	12
nand4_1	7	7
o21ai_1	7	7
a21o_1	19	19
dfxtp_1	32	32
nand3_1	10	10
clkdlybuf4s50_1	0	96
## path summary, 6_finish.rpt
kind	endpoint	cells past startpoint
setup / recovery	sum[31]	9
hold / removal	sum[0]	2
## logic make-up (layout without fill, tap and decap cells)
kind of cell / count (synthesis) / in the layout
xor gates and xnor gates: 28 / 28
and+or+nand+nor: 65 / 65
muxes: 2 / 2
buffers and inverters: 16 / 109
DFF: 32 / 32
AOI/OAI and AO/OA: 97 / 97
adders and majority gates: 32 / 32
Power and IR drop assume default switching activity.
